==> /design/flow/design.v <==
`timescale 1ns / 1ps
module clockModule(
	input inp_clk,
	output reg out_clk
);
	reg [24:0] cnt1=0;
	initial 
		begin
			cnt1<=0;
			out_clk<=0;
		end
	always@(posedge inp_clk) 
		begin
			cnt1<=cnt1+1;
			if(cnt1 == 8333333)
				begin
					cnt1<=0;
					out_clk<=~out_clk;
				end
		end
endmodule
`timescale 1ns / 1ps
module clocktestModule(
	input in_clk,
	output f0clk,
	output f1clk,
	output f2clk
    );
	clockModule c1(in_clk, f0clk);
	fdModule f1(f0clk, f1clk);
	fdModule f2(f1clk,f2clk);
endmodule
`timescale 1ns / 1ps
module fdModule(
	input iclk,
	output reg oclk
    );
	initial 
		begin
			oclk<=0;
		end
	always@(posedge iclk)
		begin
			oclk=~oclk;
		end
endmodule
==> /design/flow/run.sh <==
#!/bin/bash
# OpenROAD 26Q1-2900-gdf79404cd8, Yosys 0.63+post, stock flow scripts
make -C /OpenROAD-flow-scripts/flow DESIGN_CONFIG=/design/flow/config.mk WORK_HOME=/design/flow/orfs finish
==> /design/flow/config.mk <==
export PLATFORM = sky130hd
export DESIGN_NAME = clocktestModule
export DESIGN_NICKNAME = clocktestModule
export VERILOG_FILES = /design/flow/design.v
export SDC_FILE = /design/flow/constraint.sdc
export NUM_CORES = 4
export LEC_CHECK = 1
export CORE_AREA = 10 10 110 110
export DIE_AREA = 0 0 120 120
==> /design/flow/constraint.sdc <==
current_design clocktestModule

set clk_period 3.8
set clk_io_pct 0.2

create_clock -name clk0 -period $clk_period [get_ports {in_clk}]

set non_clock_inputs [all_inputs -no_clocks]
set_input_delay [expr $clk_period * $clk_io_pct] -clock clk0 $non_clock_inputs
set_output_delay [expr $clk_period * $clk_io_pct] -clock clk0 [all_outputs]
==> results.json <==
{
  "htree_num_levels": 1,
  "drtPass1Iterations": 4,
  "cts_root_cell": "clkbuf_8",
  "design.die.area_um2": 14400,
  "i_o_pin_total": 4,
  "crit_path_max_fanout": 7,
  "most_used_logic_cell_in_the_final_layout": "dfxtp_1",
  "maxCapViolCount": 0,
  "grt_max_degree": 15,
  "drive_above_1_share": 0.0803,
  "synthXorXnorAreaFrac": 0.101,
  "relative_slew_margins": 0.545,
  "setup_crit_path_kind": "register to register",
  "synth.comb.largest_family": "simple AND/OR/NAND/NOR gates",
  "dp.cells": 266,
  "yosysChipArea_um2": 1210,
  "post_synth_seq_share": 0.472,
  "yosys_warnings": 2,
  "cts_tree": "done",
  "die.size.x_um": 120,
  "critical_path_arrival_ns": 2.28,
  "placement.io_buffers": 3,
  "synth_area_um2": 1210,
  "drt-wirelength-per-cell_um": 8.02,
  "post_synth_inst_count": 134,
  "timing.final.crit_period_ns": 2.07,
  "hold_slack_ns": 0.464,
  "detail_route.wirelength_mm": 2.17,
  "place.gp.congestion": 0.774,
  "dp_hpwl_mm": 1.55,
  "lay_top_cells": "27 x dfxtp_1, 10 x inv_1, 10 x nand2_1, 9 x nor2_1, 9 x a21oi_1",
  "yosysUniqueCellTypes": 29,
  "final_core_utilization": 0.147,
  "min_path_type": "register to register",
  "wire_length_of_the_first_global_routing_pass_mm": 3.55,
  "max_clock_freq_ghz": 0.483,
  "outcome": "finished, final reports clean",
  "crit_required_ns": 4.01,
  "timing_hold_violations_final": 0,
  "dpl_worst_slack_ns": 1.76,
  "worst_max_slew_pin_slew_ns": 0.677,
  "path_clk_slew_ns": 0.09,
  "post_cts_hold_buffer_count": 0,
  "track_usage": 0.0283,
  "total_power_mw": 0.451,
  "post_layout_nonfiller_instances": 270,
  "postLayoutCellArea_um2": 1440,
  "row_count": 36,
  "number_of_antenna_violations_at_the_first_check_in_global_routing": 0,
  "cts_setup_buffers": 0,
  "drt_iter0_markers": 24,
  "postPlaceCellArea_um2": 1390,
  "route.detailed.vias_per_inst": 3.44,
  "gr_overflow_total": 0,
  "area_growth_pct": 19.1,
  "floorplanUtilization": 0.124,
  "clock_skew_ns": 0.00108,
  "detail-route-antenna-nets": 0,
  "avgSynthCellArea_um2": 9.03,
  "synth-adder-area-share": 0.0207,
  "core_area_um2": 9770,
  "post_cts.resized_instances": 0,
  "warning_count": 26,
  "final.period_utilization": 0.544,
  "critPathLaunchType": "register",
  "layout_setup_ws_ns": 1.73,
  "chip_height_um": 120,
  "edf_count": 1,
  "unclocked_pins": 2,
  "worst_ir_drop_vdd_v": 0.000146,
  "number_of_global_route_vias_before_repair": 792,
  "clk_path_buf_depth": 2,
  "yosys_most_used_dff": "dfxtp_1",
  "setup-violations-final": 0,
  "power.static_leakage_nw": 0.492,
  "yosys_register_bits": 28,
  "grt_setup_unrepaired": "no",
  "clock_latency_ns": 0.27,
  "number_of_unconstrained_endpoints": 4,
  "synth.yosys.num_cells": 134,
  "ys_sh_aoi": 0.0838,
  "post-route-drc-count": 0,
  "via_count": 929,
  "synth.mux.area_fraction": 0,
  "end_kind": "register",
  "simple_gate_share": 0.269,
  "finalSetupTns_ns": 0,
  "async_flop_share": 0,
  "finalMaxSlewViolations": 0,
  "pwr_density_cell_nw_per_um2": 313,
  "n_antenna_cell": 0,
  "tritoncts.num_buffers": 3
}
==> power by group <==
part / switching (mW) / internal (mW) / total, mW / leakage (nW)
Clock: 0.0845 / 0.0926 / 0.177 / 0.0288
Combinational: 0 / 0 / 0.000000234 / 0.234
Sequential: 0 / 0.274 / 0.274 / 0.229
==> cells in the mapped netlist, drive strengths merged (3+ instances only) <==
cell type,number,share of area
or3,4,0.023
nand3,8,0.033
xor2,6,0.043
a21oi,9,0.037
clkbuf,4,0.013
and4,3,0.022
o31ai,3,0.019
nand2,10,0.031
o21ai,4,0.017
dfxtp,27,0.45
nor2,9,0.028
inv,10,0.031
nand4,7,0.041
xnor2,8,0.058
or4,5,0.034
nor3,5,0.021
==> cell type report <==
type	instances	area, um^2
clock buffers	4	55.1
fillers	1105	8330
inverters	10	37.5
multi-input cells	91	574
flip-flops and latches	28	571
well taps	133	166
repair buffers	4	37.5
==> per-layer routing <==
layer  global-route usage  vias to the layer above  wire, um
met1               0.0437                      431      1150
li1                     -                      479         -
met3              0.00857                        2        86
met2               0.0399                       17       923
met4             0.000754                        0         7
met5                    0                        -         0
==> cell families (layout without fill, tap and decap cells) <==
| logic type | Yosys count | in the layout |
|---|---|---|
| adder cells (fa/ha/maj) | 2 | 2 |
| AND-OR/OR-AND | 18 | 18 |
| flip-flops | 28 | 28 |
| buffers and inverters | 15 | 18 |
| AND/OR/NAND/NOR | 57 | 57 |
| XOR/XNOR | 14 | 14 |
==> final timing paths <==
kind	slack [ns]	endpoint	start	cells after the start
worst max-delay path	1.73	c1.cnt1[18]	c1.cnt1[0]	5
worst min-delay path	0.46	c1.cnt1[24]	c1.cnt1[24]	1
worst max register to register	1.73	c1.cnt1[18]	c1.cnt1[0]	5
worst min register to register	0.46	c1.cnt1[24]	c1.cnt1[24]	1
==> worst max-delay path: stages, from the launching register on <==
cell,delay (ns)
dfxtp_1,0.44
ha_1,0.26
nand4_1,0.13
or4_1,0.67
or3_1,0.37
a21oi_1,0.14
==> state kept, by name (all words and copies together), names as in the netlist <==
signal      count
f2.oclk         1
c1.cnt1        25
f1.oclk         1
c1.out_clk      1
No activity file was given, so power comes from the tool's default toggle rates.
