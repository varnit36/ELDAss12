==> flow/design.v <==
`timescale 1ns / 1ps
module clockModule2(
	input inp_clk,
	output reg out_clk
);
	reg [24:0] cnt1=0;
	initial 
		begin
			cnt1<=0;
			out_clk<=0;
		end
	always@(posedge inp_clk) 
		begin
			cnt1<=cnt1+1;
			if(cnt1 == 8333333)
				begin
					cnt1<=0;
					out_clk<=~out_clk;
				end
		end
endmodule
`timescale 1ns / 1ps
module part4(
	input inclk,
	input res,
	input b2,
	input b3,
	output reg [7:0] segment=0,
	output reg [3:0] enable=0
    );
	reg [25:0] cnt1 =0;
	reg [25:0] cntf =1;
	reg [3:0] cnts = 0;
	reg [25:0] t0 = 1; 
	reg [25:0] t1 = 2; 
	reg [25:0] t2 = 4; 
	wire cf3;
	clockModule2 c4(inclk,cf3);
	initial
		begin 
			cntf=t0;
		end
	always@(posedge cf3)
		begin
			enable[0] <= 1;
			enable[1] <= 1;
			enable[2] <= 1;
			enable[3] <= 0;
			cnt1<=cnt1+1;
			if(res==1)
				begin
					cnt1<=0;
					cnts<=0;
				end
			if(cnt1==cntf)
				begin
					cnt1<=0;
					segment[0]<=1;
					segment[1]<=1;
					segment[2]<=1;
					segment[3]<=1;
					segment[4]<=1;
					segment[5]<=1;
					segment[6]<=1;
					segment[7]<=1;
					cnts<=cnts+1;
					if(cnts==0)	begin
						segment[0]<=0;
					end
					if(cnts==1)	begin 
						segment[5]<=0;
					end			
					if(cnts==2)	begin 
						segment[4]<=0;
					end			
					if(cnts==3)	begin 
						segment[3]<=0;
					end			
					if(cnts==4)	begin 
						segment[2]<=0;
					end			
					if(cnts==5)	begin
						segment[1]<=0;
						cnts<=0;
					end
				end
			if(b2==1 && cntf==t0)
				begin
					cntf<=t1;
				end
			if(b2==1 && cntf==t1)
				begin
					cntf<=t2;
				end
			if(b2==1 && cntf==t2)
				begin
					cntf<=t0;
				end
			if(b3==1 && cntf==t0)
				begin
					cntf<=t2;
				end
			if(b3==1 && cntf==t1)
				begin
					cntf<=t0;
				end
			if(b3==1 && cntf==t2)
				begin
					cntf<=t1;
				end
		end
endmodule
==> flow/run.sh <==
#!/bin/bash
# OpenROAD 26Q1-2900-gdf79404cd8, Yosys 0.63+post, stock flow scripts
make -C /OpenROAD-flow-scripts/flow DESIGN_CONFIG=/design/flow/config.mk WORK_HOME=/design/flow/orfs finish
==> flow/config.mk <==
export PLATFORM = sky130hd
export DESIGN_NAME = part4
export DESIGN_NICKNAME = part4
export VERILOG_FILES = /design/flow/design.v
export SDC_FILE = /design/flow/constraint.sdc
export NUM_CORES = 4
export LEC_CHECK = 1
export CORE_UTILIZATION = 40
export SYNTH_HDL_FRONTEND = slang
==> flow/constraint.sdc <==
current_design part4

set clk_period 4.1
set clk_io_pct 0.2

create_clock -name clk0 -period $clk_period [get_ports {inclk}]

set non_clock_inputs [all_inputs -no_clocks]
set_input_delay [expr $clk_period * $clk_io_pct] -clock clk0 $non_clock_inputs
set_output_delay [expr $clk_period * $clk_io_pct] -clock clk0 [all_outputs]
==> results.env <==
GRT_BUSIEST_LAYER='met1'
POWER.COMBINATIONAL.FRACTION=0.025
FLOORPLAN.CORE_UTIL=0.413
CTS-ROOT-BUF='sky130_fd_sc_hd__clkbuf_8'
POST_CTS_HOLD_BUFFER_COUNT=0
SLOWEST_STAGE='sky130_fd_sc_hd__or3b_2'
MIN_PATH_TYPE='reg2reg'
POWER_SWITCHING_SHARE=0.199
ANTENNA_FOUND_INITIAL=0
PEAKVDDDROP_uV=229
SYN-MEAN-INSTANCE-AREA_UM2=9.17
CAP_VIOL_MAX_COUNT=0
CTS-BUFFERS-INSERTED=3
GRT_PASS1_VIAS=1850
ROWS=31
GRT_USE_TOTAL=0.136
HPWL_MM=3.42
NETLIST_INSTANCES=325
CORE_AREA_MM2=0.00721
FINALWEIGHTEDCONGESTION=0.815
TIMING.FINAL.SETUP_VIOLATIONS=0
WL_PER_CELL_UM=11.2
EDF_COUNT=11
CLOCK_TREE_FROM_TRITONCTS='done'
FINISH.UTILIZATION=0.441
FFS_W_ASYNC_S_R_SYNTH=0
CRITICAL_PATH_CLASS='reg2reg'
POWER-PER-CELL-AREA_mW_PER_MM2=135
WIRE_LENGTH_OF_THE_FIRST_GLOBAL_ROUTING_PASS_MM=8.43
DIE_WIDTH_UM=88.3
NETLIST_TOP_CELLS_COUNT='sky130_fd_sc_hd__dfxtp_1 (54), sky130_fd_sc_hd__nor2_1 (53), sky130_fd_sc_hd__xnor2_1 (26), sky130_fd_sc_hd__nand2_1 (24), sky130_fd_sc_hd__nand3_1 (23)'
POST-CTS-SETUP-BUFFER-COUNT=0
WORST-SLEW-PIN-TRANSITION_NS=0.937
GLOBALROUTE.TOTALOVERFLOW=0
UNREPAIRED_SETUP_ENDPOINTS_AFTER_GLOBAL_ROUTING='false'
PERIOD_USED_SHARE=0.509
MAX_FREQ_MHz=479
YS_CELLS=325
CLOCK_LATENCY_NS=0.27
YS_SEQ_ELEMENTS=65
SYNTH_TOP_CELL_BY_COUNT='sky130_fd_sc_hd__dfxtp_1'
TOP_AREA_FRAC=0.363
MAX_CLOCK_BUF_DEPTH=2
ROUTE.FINAL.WIRE_LENGTH_MM=4.78
SYNTH_TOP_CELL_BY_AREA='sky130_fd_sc_hd__dfxtp_1'
GRT_UTIL_MET1=0.225
NUM_IO_PINS=16
YOSYS_WARNINGS=0
GRT_MAX_DEGREE=41
DR.PASS1.ITERS=4
POST_DRT_VIA_CELL_RATIO=4.84
DR.FIRST_ITER.DRC_COUNT=116
CLK_TRANSITION_REPORTED_PATHS_NS=0.08
CP_MAX_FO=9
LEAKAGE_POWER_TOTAL_nW=1.14
SETUP_TNS_NS=0
CHIP_AREA_MM2=0.00780
SKEW_NS=0.00637
POSTSYNTHSEQSHARE=0.474
CTS_REPAIR_RESIZE_COUNT=0
STATUS='finished, final reports clean'
GR-USAGE-MET3=0.00946
REPORT.FINAL.SLEW_VIOL_COUNT=0
ENDPOINTS_LEFT_UNCONSTRAINED=55
FINALCRITICALPERIOD_NS=2.09
TIMING.CRITICAL_PATH.TO_TYPE='register'
ROUTE.ANTENNA.DIODE_COUNT=0
DRC=0
CRITPATHBUFINV=1
YOSYS.CELL_TYPES.COUNT=41
VIAS=2072
POST_ROUTE_CELLS_DRIVE_ABOVE_1_SHARE=0.0456
FINALPOWER_W=0.000429
PLACE.PORT_BUFFERS=9
NETLIST_TOP_CELLS_AREA='sky130_fd_sc_hd__dfxtp_1 (36%), sky130_fd_sc_hd__edfxtp_1 (11%), sky130_fd_sc_hd__xnor2_1 (7.6%)'
CLKPWRFRAC=0.383
RELATIVE_CONTRIBUTION_OF_SEQUENTIAL_CELLS_TO_TOTAL_POWER=0.592
SYN-CELL-AREA_MM2=0.00298
REGISTER_PINS_LEFT_WITHOUT_A_CLOCK=39
DIE_Y_UM=88.3
INTERNAL_POWER_W=0.000344
CPLARGESTDELAYFAMILY='simple AND/OR/NAND/NOR gates'
GRT_USE_MET2=0.213
CRIT_PATH_LARGEST_CELL_DELAY_NS=0.46
TOOL_WARNINGS=29
FINAL_HOLD_VIOL_COUNT=0
TIMING.CRITICAL_PATH.CELLS='ha_1 -> or3b_2 -> nor4_2 -> buf_4 -> nor2_1 -> mux2_2'
WORST_EP_REQUIRED_TIME_NS=4.26
YS.FLOP_TYPE='sky130_fd_sc_hd__dfxtp_1'
YS_CHIP_AREA_MM2=0.00298
DRT.ANTENNA.VIOLATING_NETS=0
WORSTSETUPSTARTPOINTTYPE='register'
CRITPATHARRIVALTIME_NS=2.25
TIMING.SLEW.HEADROOM=0.370
H-TREE-DEPTH=1
AREA.GROWTH.SYNTH_TO_FINAL_PCT=6.80
NET-SWITCHING-POWER_W=0.0000855
WORST_HOLD_SLACK_NS=0.478
==> stage by stage <==
stage	worst slack (ns)	std cells	cell area (um^2)
floorplan	2.39	329	3000
global placement	2.07	424	3130
detailed placement	2.01	424	3130
CTS	2.00	428	3180
global route	1.83	428	3180
finish	2.01	428	3180
==> power by group through the flow <==
stage	clock, W	combinational (W)	sequential, W
4_1_cts	0.000166	0.0000111	0.000254
5_1_grt	0.000178	0.0000126	0.000254
6_report	0.000164	0.0000109	0.000254
==> worst paths after layout <==
path              startpoint           to  slack, ns  depth (start not counted)
setup / recovery  c4.cnt1[0]  c4.cnt1[22]       2.01                          6
hold / removal    c4.cnt1[0]   c4.cnt1[0]       0.48                          1
setup reg to reg  c4.cnt1[0]  c4.cnt1[22]       2.01                          6
hold reg to reg   c4.cnt1[0]   c4.cnt1[0]       0.48                          1
==> flip-flops by register name, summed over array words and instances (netlist names) <==
signal / flops
c4.cnt1: 25
c4.out_clk: 1
cnt1: 26
cntf: 3
cnts: 4
segment: 6
==> logic make-up after synthesis <==
| group | after synthesis | synth area share |
|---|---|---|
| AND/OR/NAND/NOR | 163 | 0.279 |
| flip-flops | 65 | 0.474 |
| XOR/XNOR | 48 | 0.141 |
| buffers and inverters | 27 | 0.0474 |
| AND-OR/OR-AND | 12 | 0.0231 |
| adder cells (fa/ha/maj) | 7 | 0.0294 |
| other | 2 | 0.00252 |
| multiplexers | 1 | 0.00378 |
==> cell usage in the layout (no fill, tap or decap), drive strengths merged, types with 2 or more instances in the layout <==
cell | netlist | routed
buf | 13 | 2
conb | 2 | 6
nor3 | 13 | 13
nand4 | 13 | 13
and3 | 6 | 6
edfxtp | 11 | 11
xor2 | 22 | 22
o21ai | 8 | 8
nand3 | 23 | 23
ha | 7 | 7
and4 | 2 | 2
or3 | 3 | 3
nand2 | 24 | 24
inv | 12 | 12
nor2b | 3 | 3
xnor2 | 26 | 26
nor2 | 54 | 54
clkdlybuf4s50 | 0 | 9
dfxtp | 54 | 54
nor4 | 14 | 14
clkbuf | 2 | 4
==> layout make-up <==
class	instances	area (um^2)
multi-input cells	237	1440
flip-flops and latches	65	1410
inverters	12	45.0
clock buffers	4	55.1
well taps	99	124
repair buffers	11	105
fillers	712	4030
==> routing by layer <==
layer  routed length [um]  share of wire  up-vias
li1                     -              -     1101
met1                 2560           0.54      941
met2                 2080           0.44       26
met3                  100          0.021        4
met4                   29         0.0061        0
met5                    0              0        -
Power figures rest on the tool's default switching activity, not on a simulated workload.
