===== ./design.v =====
`timescale 1ns / 1ps
module clockModule1(
	input inp_clk,
	output reg out_clk
);
	reg [24:0] cnt1=0;
	initial 
		begin
			cnt1<=0;
			out_clk<=0;
		end
	always@(posedge inp_clk) 
		begin
			cnt1<=cnt1+1;
			if(cnt1 == 8333333)
				begin
					cnt1<=0;
					out_clk<=~out_clk;
				end
		end
endmodule
`timescale 1ns / 1ps
module part3Module(
	input inclk,
	output reg [7:0] segment=0,
	output reg [3:0] enable=0
    );
	wire clk1;
	clockModule1 c2(inclk,clk1);
	reg [3:0] cnt1=0;
	always@(posedge clk1)
		begin
			enable[0] <= 1;
			enable[1] <= 1;
			enable[2] <= 1;
			enable[3] <= 0;
			segment[0]<=1;
			segment[1]<=1;
			segment[2]<=1;
			segment[3]<=1;
			segment[4]<=1;
			segment[5]<=1;
			segment[6]<=1;
			segment[7]<=1;
			cnt1<=cnt1+1;
			if(cnt1==0)	begin
				segment[0]<=0;
			end
			if(cnt1==1)	begin 
				segment[5]<=0;
			end			
			if(cnt1==2)	begin 
				segment[4]<=0;
			end			
			if(cnt1==3)	begin 
				segment[3]<=0;
			end			
			if(cnt1==4)	begin 
				segment[2]<=0;
			end			
			if(cnt1==5)	begin
				segment[1]<=0;
				cnt1<=0;
			end	
		end
endmodule

===== ./run.sh =====
#!/bin/bash
# OpenROAD 26Q1-2900-gdf79404cd8, Yosys 0.63+post, stock flow scripts
make -C /OpenROAD-flow-scripts/flow DESIGN_CONFIG=/design/flow/config.mk WORK_HOME=/design/flow/orfs finish

===== ./config.mk =====
export PLATFORM = sky130hd
export DESIGN_NAME = part3Module
export DESIGN_NICKNAME = part3Module
export VERILOG_FILES = /design/flow/design.v
export SDC_FILE = /design/flow/constraint.sdc
export NUM_CORES = 4
export LEC_CHECK = 1
export CORE_AREA = 10 10 108 108
export DIE_AREA = 0 0 118 118

===== ./constraint.sdc =====
current_design part3Module

set clk_period 5.1
set clk_io_pct 0.2

create_clock -name clk0 -period $clk_period [get_ports {inclk}]

set non_clock_inputs [all_inputs -no_clocks]
set_input_delay [expr $clk_period * $clk_io_pct] -clock clk0 $non_clock_inputs
set_output_delay [expr $clk_period * $clk_io_pct] -clock clk0 [all_outputs]

==> flow_summary_export.csv <==
group,metric,value,unit
floorplanning,rows,35,
clocking,htreeDepth,1,
synthesis,synth_area_per_cell,9.67,um^2
floorplanning,initial_core_util,16.9,%
worst_setup_path,slowest_delay,0.57,ns
synthesis,yosysWarnings,2,
status,outcome,"finished clean",
synthesis,synth_chip_area,1570,um^2
final_layout,layout_top_cells,"36 x dfxtp_1, 26 x nor2_1, 11 x clkdlybuf4s50_1, 9 x xor2_1, 9 x xnor2_1",
grt,grt_overflow,0,
final_layout,layout.area.comb,744,um^2
clocking,hold_buffers,0,
drt,drc_errors,0,
worst_setup_path,crit_fanout,7,
synthesis,yosys-top-cells-area,"dfxtp_1 46%, nor2_1 6.2%, xnor2_1 5.0%, xor2_1 5.0%, ha_1 4.8%",
synthesis,ys_seq_share,47.9,%
flow_run,max_cap_violations,0,
worst_setup_path,crit_chain,"ha_1 > nand3_1 > nor4_2 > nor3b_1 > xor2_1",
sta,fin_ws,3.13,ns
synthesis,yosys_cells,162,
sta,max-slew-margin-rel,53.7,%
sta,period_needed,1.97,ns
drt,drt-total-wl,2.38,mm
clocking,cts_setup_buffers,0,
power,vdd.ir_drop.worst,111,uV
sta,untimed_endpoints,21,
grt,grt_first_pass_wirelength,4.21,mm
synthesis,syn_inst,162,
sta,finalSetupViolations,0,
power,p_leak,0.691,nW
worst_setup_path,cp_data_arrival_time,2.18,ns
worst_setup_path,cp-start-kind,"flip-flop",
drt,first_pass_iters,4,
grt,grt_pass1_vias,964,
worst_setup_path,worstSetupPathType,"flip-flop to flip-flop",
floorplanning,io_pins,13,
worst_setup_path,crit_required,5.31,ns
clocking,cts_tree,"built",
sta,setup_tns,0,ns
place,hpwl,1.80,mm
floorplanning,die_y,118,um
synthesis,top_area_share,46.0,%
grt,grt_usage,3.30,%
floorplanning,core_area,9280,um^2
sta,clock_skew,0.00987,ns
sta,fmax,0.507,GHz
sta,worst_pin_slew,0.688,ns
clocking,cts-root-buf,"clkbuf_8",
clocking,cts-buffers-inserted,3,
place,io_buffers,11,
clocking,cts_resized,0,
worst_setup_path,cpMaxStageDelayCell,"nor4_2",
sta,rsz0062_at_grt,"no",
synthesis,synth_flops,37,
worst_setup_path,crit_path_end_kind,"flip-flop",
sta,unclocked_pins,11,
clocking,cts.clk_slew.worst_paths,0.09,ns
clocking,cts_max_path_buffers,2,
floorplanning,dieArea,13900,um^2
drt,drt_iter0_drc,46,
flow_run,warnings,29,
power,power,0.000373,W
drt,avgViaCountPerCell,3.53,
final_layout,areaGrowthSynthToFinish,19.2,%
power,power_density,200,nW/um^2
final_layout,flop_area,751,um^2
floorplanning,fp.dieW,118,um
synthesis,ys_types,35,
final_layout,n_fill_cell,1048,
worst_hold_path,hold_class,"flip-flop to flip-flop",
final_layout,drive_gt1_share,5.85,%
drt,diodes,0,
final_layout,final_common_cell,"dfxtp_1",
sta,drv_slew,0,
sta,post-route-period-util,38.6,%
synthesis,yosysTopAreaCell,"dfxtp_1",
clocking,clock_latency,0.27,ns
grt,antenna_found_initial,0,
grt,grt_max_degree,16,
drt,ant_nets,0,
place,place_ws,3.17,ns
sta,finalHoldViolCount,0,
place,place_congestion,0.763,
synthesis,synth_area,1570,um^2
drt,num_vias,1058,
drt,wl_per_cell,7.93,um
==> registers in the layout, summed over array words and instances (netlist names) <==
register    count
segment         6
c2.out_clk      1
enable          1
cnt1            4
c2.cnt1        25
==> cell usage after synthesis <==
cell,instances
dfxtp_1,36
nor2_1,26
xnor2_1,9
xor2_1,9
inv_1,8
nand2_1,8
nand4_1,7
ha_1,6
nand3_1,6
nor3_1,6
buf_4,5
nor4_1,5
and3_1,3
a21oi_1,2
a31oi_1,2
and4_1,2
conb_1,2
mux2i_1,2
nand4_4,2
a21o_1,1
and2_1,1
and3b_1,1
clkbuf_1,1
edfxtp_1,1
nand3b_1,1
nor2b_1,1
nor3_2,1
nor3b_1,1
nor4_2,1
nor4b_1,1
nor4bb_1,1
o31ai_1,1
or3b_2,1
or4_1,1
or4_4,1
==> per-layer routing <==
metal  up-vias  track usage, %  share of wire (%)
met5         -               0                  0
met4         0           0.309                1.1
met3         2           0.632                3.7
met2        18            5.52                 42
met1       468            4.46                 53
li1        570               -                  -
==> per-stage QoR <==
step / utilization [%] / instances / instance area [um^2] / hold slack (ns)
final: 20.1 / 300 / 1870 / 0.478
after floorplan: - / 162 / 1570 / 0.432
after global placement: 19.4 / 296 / 1800 / 0.463
after CTS: 20.1 / 300 / 1870 / 0.474
after global routing: 20.1 / 300 / 1870 / 0.502
after detailed placement: 19.4 / 296 / 1800 / 0.451
==> final timing paths <==
kind                             startpoint          end  slack [ns]  depth (start not counted)
worst max register to register   c2.cnt1[0]  c2.cnt1[24]        3.13                          5
worst min-delay path            c2.cnt1[24]  c2.cnt1[24]        0.48                          1
worst min register to register  c2.cnt1[24]  c2.cnt1[24]        0.48                          1
worst max-delay path             c2.cnt1[0]  c2.cnt1[24]        3.13                          5
==> logic make-up after synthesis <==
logic type / after synthesis / share of synthesized area [%]
adders and majority gates: 6 / 4.79
DFF: 37 / 47.9
and+or+nand+nor: 77 / 28.5
other: 2 / 0.479
buffers and inverters: 14 / 4.55
xor gates and xnor gates: 18 / 10.1
muxes: 2 / 1.28
AOI/OAI and AO/OA: 6 / 2.40
==> power by group <==
group	switching [W]	internal [W]
clock network	0.0000643	0.000105
registers	0	0.000204
logic	0.0000000971	0
total	0.0000644	0.000309
==> worst max-delay path: cells and delay by family, from the launching register on <==
| kind | cells | cell delay [ns] |
|---|---|---|
| and+or+nand+nor | 3 | 1.08 |
| DFF | 1 | 0.45 |
| adders and majority gates | 1 | 0.22 |
| xor gates and xnor gates | 1 | 0.17 |
==> area by class of cell <==
cell class,instances,share of cell area [%]
clock buffer,3,2.21
inverter,8,1.61
multi-input combinational,111,39.9
clock inverter,1,1.61
sequential,37,40.2
timing repair buffer,11,5.89
tap,129,8.64
No activity file was given, so power comes from the tool's default toggle rates.
